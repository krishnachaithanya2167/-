[/design/flow/design.v]
module round_robin_arbiter_fts (
    input clk,
    input reset,
    input [3:0] REQ,
    output reg [3:0] GNT
);
  reg [2:0] present_state;
  reg [2:0] next_state;
  parameter S_ideal = 3'b000;
  parameter S_0     = 3'b001;
  parameter S_1     = 3'b010;
  parameter S_2     = 3'b011;
  parameter S_3     = 3'b100;
  always @(posedge clk or negedge reset) begin
    if (!reset)
      present_state <= S_ideal;
    else
      present_state <= next_state;
  end
  always @(*) begin
    case (present_state)
      S_ideal: begin
        if (REQ[0]) next_state = S_0;
        else if (REQ[1]) next_state = S_1;
        else if (REQ[2]) next_state = S_2;
        else if (REQ[3]) next_state = S_3;
        else next_state = S_ideal;
      end
      S_0: begin
        if (REQ[1]) next_state = S_1;
        else if (REQ[2]) next_state = S_2;
        else if (REQ[3]) next_state = S_3;
        else if (REQ[0]) next_state = S_0;
        else next_state = S_ideal;
      end
      S_1: begin
        if (REQ[2]) next_state = S_2;
        else if (REQ[3]) next_state = S_3;
        else if (REQ[0]) next_state = S_0;
        else if (REQ[1]) next_state = S_1;
        else next_state = S_ideal;
      end
      S_2: begin
        if (REQ[3]) next_state = S_3;
        else if (REQ[0]) next_state = S_0;
        else if (REQ[1]) next_state = S_1;
        else if (REQ[2]) next_state = S_2;
        else next_state = S_ideal;
      end
      S_3: begin
        if (REQ[0]) next_state = S_0;
        else if (REQ[1]) next_state = S_1;
        else if (REQ[2]) next_state = S_2;
        else if (REQ[3]) next_state = S_3;
        else next_state = S_ideal;
      end
      default: next_state = S_ideal;
    endcase
  end
  always @(*) begin
    case (present_state)
      S_0: GNT = 4'b0001;
      S_1: GNT = 4'b0010;
      S_2: GNT = 4'b0100;
      S_3: GNT = 4'b1000;
      default: GNT = 4'b0000;
    endcase
  end
endmodule
[/design/flow/run.sh]
#!/bin/bash
# OpenROAD 26Q1-2900-gdf79404cd8, Yosys 0.63+post, stock flow scripts
make -C /OpenROAD-flow-scripts/flow DESIGN_CONFIG=/design/flow/config.mk WORK_HOME=/design/flow/orfs finish
[/design/flow/config.mk]
export PLATFORM = sky130hd
export DESIGN_NAME = round_robin_arbiter_fts
export DESIGN_NICKNAME = round_robin_arbiter_fts
export VERILOG_FILES = /design/flow/design.v
export SDC_FILE = /design/flow/constraint.sdc
export NUM_CORES = 4
export LEC_CHECK = 1
export CORE_AREA = 10 10 70 70
export DIE_AREA = 0 0 80 80
[/design/flow/constraint.sdc]
current_design round_robin_arbiter_fts

set clk_period 1.3
set clk_io_pct 0.2

create_clock -name clk0 -period $clk_period [get_ports {clk}]

set non_clock_inputs [all_inputs -no_clocks]
set_input_delay [expr $clk_period * $clk_io_pct] -clock clk0 $non_clock_inputs
set_output_delay [expr $clk_period * $clk_io_pct] -clock clk0 [all_outputs]
==> flow_results.xml <==
<?xml version="1.0" encoding="UTF-8"?>
<metrics>
  <group name="critical_path">
    <metric name="worstSetupPathType" unit="">primary input to register</metric>
    <metric name="critical_path.max_fanout" unit="">5</metric>
    <metric name="critPathLaunchType" unit="">primary input</metric>
    <metric name="cp_data_required_time" unit="ns">1.48</metric>
    <metric name="worst_ep_arrival_time" unit="ns">1.34</metric>
    <metric name="timing.critical_path.to_type" unit="">register</metric>
  </group>
  <group name="final_timing">
    <metric name="timing.final.crit_share" unit="%">89.2</metric>
    <metric name="grt_setup_unrepaired" unit="">false</metric>
    <metric name="postLayoutSetupSlackWorst" unit="ns">0.141</metric>
    <metric name="fin_skew" unit="ns">0.00208</metric>
    <metric name="maximum_clock_frequency" unit="MHz">862</metric>
    <metric name="setup_violations" unit="">0</metric>
    <metric name="worst_pin_slew" unit="ns">0.224</metric>
    <metric name="slew-limit-headroom" unit="%">85.0</metric>
    <metric name="final-max-slew-violation-count" unit="">0</metric>
    <metric name="finalCriticalPeriod" unit="ns">1.16</metric>
    <metric name="final-hold-violation-count" unit="">0</metric>
  </group>
  <group name="global_route">
    <metric name="grt_util_all_layers" unit="%">2.39</metric>
    <metric name="number_of_antenna_violations_at_the_first_check_in_global_routing" unit="">0</metric>
    <metric name="vias_in_the_first_global_route" unit="">258</metric>
    <metric name="grt.overflow.total" unit="">0</metric>
    <metric name="grt_start_max_net_pins" unit="">6</metric>
    <metric name="grt_first_pass_wirelength" unit="um">1260</metric>
  </group>
  <group name="synth">
    <metric name="netlist-cell-type-count" unit="">19</metric>
    <metric name="top_cell_area_share" unit="%">38.3</metric>
    <metric name="multiplexer_share_of_the_synthesized_area" unit="%">0</metric>
    <metric name="aoi_oai_family_share_of_the_synthesized_area" unit="%">20.1</metric>
    <metric name="yosys.area.top_type" unit="">dfrtp_1</metric>
    <metric name="synth-adder-area-share" unit="%">0</metric>
    <metric name="async_reset_ff_share" unit="%">100</metric>
    <metric name="synth-seq-area-share" unit="%">48.3</metric>
    <metric name="most_instantiated_cells_after_synthesis" unit="">clkbuf_1, dfrtp_1, nand2_1, nand2b_1</metric>
    <metric name="number_of_synthesized_flops_with_an_enable_pin" unit="">0</metric>
    <metric name="mean_instance_size_in_the_synthesized_netlist" unit="um2">9.69</metric>
    <metric name="synth_xor_xnor_area_share" unit="%">0</metric>
    <metric name="synth.area.top_cells" unit="">dfrtp_1, dfstp_2, clkbuf_1</metric>
    <metric name="flop_cell" unit="">dfrtp_1</metric>
    <metric name="yosys_stat_area" unit="um2">262</metric>
    <metric name="synth.ff_latch_count" unit="">5</metric>
    <metric name="synth.yosys.warnings" unit="">1</metric>
    <metric name="synth.comb.largest_family" unit="">simple AND/OR/NAND/NOR gates</metric>
    <metric name="yosys_cells" unit="">27</metric>
    <metric name="mapped_cells" unit="">27</metric>
    <metric name="mappedNetlistArea" unit="um2">262</metric>
    <metric name="synth_simple_gate_area_share" unit="%">24.4</metric>
  </group>
  <group name="final_layout">
    <metric name="syn2layout_area_growth" unit="%">70.3</metric>
    <metric name="final_layout_size_suffix_gt1_share" unit="%">30.0</metric>
    <metric name="number_of_flip_flops_in_the_largest_register" unit="">5</metric>
    <metric name="layout.core_utilization" unit="%">13.0</metric>
    <metric name="reg.largest.list" unit="">present_state x5</metric>
    <metric name="largest_register" unit="">present_state</metric>
  </group>
  <group name="pwr">
    <metric name="power_switching_share" unit="%">24.1</metric>
    <metric name="pwr-share-comb" unit="%">21.9</metric>
    <metric name="net_load_switching_power" unit="mW">0.110</metric>
    <metric name="leakage" unit="nW">0.192</metric>
    <metric name="ir_drop" unit="mV">0.279</metric>
    <metric name="p_per_area" unit="nW/um2">1030</metric>
    <metric name="power_frac_clock" unit="%">39.5</metric>
    <metric name="power.share.sequential" unit="%">38.5</metric>
    <metric name="p_int" unit="mW">0.348</metric>
    <metric name="finalPower" unit="mW">0.459</metric>
  </group>
  <group name="route">
    <metric name="route.detailed.drc" unit="">0</metric>
    <metric name="antenna-diode-count" unit="">0</metric>
    <metric name="vias" unit="">235</metric>
    <metric name="final_antenna_net_count" unit="">0</metric>
    <metric name="dr.pass1.iters" unit="">2</metric>
    <metric name="detail_route.vias_per_cell" unit="">2.73</metric>
    <metric name="detail_route.iter0.violations" unit="">3</metric>
    <metric name="detail_route.wirelength" unit="um">701</metric>
    <metric name="wl_per_cell" unit="um">8.15</metric>
  </group>
  <group name="placement">
    <metric name="detailedPlacementHpwl" unit="um">533</metric>
    <metric name="placement.io_buffers" unit="">9</metric>
    <metric name="pre_cts_setup_slack" unit="ns">-0.0677</metric>
    <metric name="gpl.final_weighted_congestion" unit="">0.783</metric>
  </group>
  <group name="cts">
    <metric name="ctsRootBufferMaster" unit="">clkbuf_4</metric>
    <metric name="numClockSinks" unit="">5</metric>
    <metric name="clock_insertion_delay_worst_skew" unit="ns">0.24</metric>
    <metric name="h_tree_levels" unit="">1</metric>
    <metric name="max-clock-path-buffers" unit="">2</metric>
    <metric name="cts_tree" unit="">done</metric>
    <metric name="cts_buffers" unit="">3</metric>
    <metric name="cts_hold_buf" unit="">0</metric>
    <metric name="clkTransAtPathRegs" unit="ns">0.04</metric>
  </group>
  <group name="die">
    <metric name="io_pins" unit="">10</metric>
    <metric name="die_area" unit="um2">6400</metric>
    <metric name="core_region_area" unit="um2">3420</metric>
    <metric name="initial_core_util" unit="%">7.66</metric>
    <metric name="dieHeight" unit="um">80</metric>
    <metric name="die-width" unit="um">80</metric>
    <metric name="placement_rows" unit="">21</metric>
  </group>
  <group name="job">
    <metric name="log.warning_count" unit="">25</metric>
    <metric name="max_cap_viol_count" unit="">0</metric>
  </group>
  <group name="run_status">
    <metric name="run_status" unit="">finished clean</metric>
  </group>
  <group name="worst_hold_path">
    <metric name="hold_path_class" unit="">primary input to async pin</metric>
  </group>
</metrics>
## power by group through the flow
stage                 Combinational [mW]  Sequential [mW]  Clock (mW)
after global routing               0.112            0.178       0.207
final                              0.101            0.177       0.181
after CTS                          0.101            0.177       0.187
## placed cells by master, fill, tap and decap left out, drive strengths merged
cell type | synthesis | routed
a21oi | 1 | 1
a221o | 1 | 1
a31oi | 1 | 1
and2 | 1 | 1
buf | 0 | 4
clkbuf | 4 | 4
clkdlybuf4s50 | 0 | 5
dfrtp | 4 | 4
dfstp | 1 | 1
dlygate4sd2 | 0 | 4
inv | 1 | 1
nand2 | 2 | 2
nand2b | 2 | 2
nor2 | 2 | 2
nor2b | 1 | 1
nor3 | 1 | 1
nor3b | 1 | 1
o211ai | 1 | 1
o21a | 1 | 1
o311a | 1 | 1
or2 | 1 | 1
## area by class of cell
| type | count | area [um2] |
|---|---|---|
| clock buffers | 4 | 26.3 |
| fillers | 402 | 2970 |
| inverters | 1 | 3.75 |
| multi-input cells | 17 | 116 |
| flip-flops and latches | 5 | 126 |
| well taps | 46 | 57.6 |
| repair buffers | 13 | 115 |
## kinds of logic after synthesis
logic type | count (synthesis)
buffers and inverters | 5
AND-OR/OR-AND | 6
AND/OR/NAND/NOR | 11
flip-flops | 5
## per-stage QoR
| stage | hold WS, ns | setup TNS (ns) | instances | cell area [um2] |
|---|---|---|---|---|
| 6_report | 0.235 | 0 | 86 | 445 |
| 3_3_place_gp | 0.495 | -0.226 | 79 | 402 |
| 5_1_grt | 0.239 | 0 | 86 | 445 |
| 2_1_floorplan | -0.0356 | 0 | 27 | 262 |
| 3_5_place_dp | 0.499 | -0.213 | 79 | 402 |
| 4_1_cts | 0.238 | 0 | 86 | 445 |
## path summary, 6_finish.rpt
| kind | startpoint | to | slack (ns) | cells past startpoint |
|---|---|---|---|---|
| worst max-delay path | REQ[2] | present_state[2] | 0.14 | 4 |
| min in group clk0 | present_state[2] | present_state[4] | 0.61 | 2 |
| worst min register to register | present_state[2] | present_state[4] | 0.61 | 2 |
| worst min-delay path | reset | present_state[1] | 0.24 | 1 |
| max in group asynchronous | reset | present_state[0] | 0.81 | 1 |
| worst max register to register | present_state[3] | present_state[1] | 0.22 | 4 |
## worst max-delay path, stage by stage
cell and delay [ns]:
clkdlybuf4s50_1 0.48, or2_4 0.27, a31oi_1 0.20, o21a_1 0.13
## metal layers
metal | track usage (%) | wire (um) | vias to the layer above
li1 | - | - | 116
met4 | 0.528 | 0 | 0
met5 | 0 | 0 | -
met3 | 1.36 | 41 | 0
met2 | 3.53 | 337 | 8
met1 | 2.95 | 322 | 111
## repair_timing
| item | 4_1_cts | 5_1_grt |
|---|---|---|
| setup buffers | 3 | 0 |
| gates resized | 4 | 0 |
| setup endpoints to repair | 4 | 0 |
No activity file was given, so power comes from the tool's default toggle rates.
