==> flow/design.v <==
module round_robin_arbiter_variable_time_slice (
    input wire clk,
    input wire rst_n,
    input wire [3:0] REQ,
    output reg [3:0] GNT
);
    reg [1:0] grant_idx; 
    reg [1:0] count;      
    always @(posedge clk or negedge rst_n) begin
        if (!rst_n) begin
            grant_idx <= 2'd0;
            count     <= 2'd0;
            GNT       <= 4'b0000;
        end else begin
            if (REQ[grant_idx]) begin
                GNT <= (grant_idx == 2'd0) ? 4'b0001 :
                       (grant_idx == 2'd1) ? 4'b0010 :
                       (grant_idx == 2'd2) ? 4'b0100 :
                                             4'b1000;
                if (count == 2'd2) begin
                    count <= 2'd0;
                    if (REQ[(grant_idx + 1) & 2'd3])
                        grant_idx <= (grant_idx + 1) & 2'd3;
                    else if (REQ[(grant_idx + 2) & 2'd3])
                        grant_idx <= (grant_idx + 2) & 2'd3;
                    else if (REQ[(grant_idx + 3) & 2'd3])
                        grant_idx <= (grant_idx + 3) & 2'd3;
                end else begin
                    count <= count + 1;
                end
            end else begin
                GNT <= 4'b0000;
                count <= 2'd0;
                if (REQ[(grant_idx + 1) & 2'd3])
                    grant_idx <= (grant_idx + 1) & 2'd3;
                else if (REQ[(grant_idx + 2) & 2'd3])
                    grant_idx <= (grant_idx + 2) & 2'd3;
                else if (REQ[(grant_idx + 3) & 2'd3])
                    grant_idx <= (grant_idx + 3) & 2'd3;
            end
        end
    end
endmodule
==> flow/run.sh <==
#!/bin/bash
# OpenROAD 26Q1-2900-gdf79404cd8, Yosys 0.63+post, stock flow scripts
make -C /OpenROAD-flow-scripts/flow DESIGN_CONFIG=/design/flow/config.mk WORK_HOME=/design/flow/orfs finish
==> flow/config.mk <==
export PLATFORM = sky130hd
export DESIGN_NAME = round_robin_arbiter_variable_time_slice
export DESIGN_NICKNAME = round_robin_arbiter_variable_time_slice
export VERILOG_FILES = /design/flow/design.v
export SDC_FILE = /design/flow/constraint.sdc
export NUM_CORES = 4
export LEC_CHECK = 1
export CORE_AREA = 10 10 70 70
export DIE_AREA = 0 0 80 80
==> flow/constraint.sdc <==
current_design round_robin_arbiter_variable_time_slice

set clk_period 2.8
set clk_io_pct 0.2

create_clock -name clk0 -period $clk_period [get_ports {clk}]

set non_clock_inputs [all_inputs -no_clocks]
set_input_delay [expr $clk_period * $clk_io_pct] -clock clk0 $non_clock_inputs
set_output_delay [expr $clk_period * $clk_io_pct] -clock clk0 [all_outputs]
==> results_dict.tcl <==
# metrics dict for downstream scripts
set metrics [dict create \
    rsz0062_at_grt "no" \
    grt_pass1_vias 386 \
    fp-utilization_pct 15.1 \
    fill_cells 375 \
    fin_area_um2 676 \
    r2r_end "grant_idx[0]$_DFFE_PN0P_" \
    drc 0 \
    cts_resized 0 \
    final_cells 108 \
    dieArea_mm2 0.00640 \
    finalHoldViolations 0 \
    grt.total_usage_pct 3.24 \
    ys.flop_type "dfrtp_1" \
    dp_hpwl_um 794 \
    pin_count 10 \
    coreArea_mm2 0.00342 \
    dp.cells 105 \
    warnings 28 \
    max-clock-path-buffers 2 \
    dr.first_iter.drc_count 21 \
    die_x_um 80 \
    synthCells 51 \
    max_stage_delay_ps 590 \
    gp_congestion 0.735 \
    min_path_type "reg2reg" \
    ys_cells 51 \
    start_kind "flip-flop" \
    synthArstFlopShare_pct 100 \
    rr_startpoint "grant_idx[0]$_DFFE_PN0P_" \
    drtAntennaViolNets 0 \
    finClkSkew_ps 1.72 \
    ys_warn_count 1 \
    top_area_cell "dfrtp_1" \
    die_h_um 80 \
    crit_type "reg2reg" \
    yosys_area_um2 517 \
    diodes 0 \
    crit_required_ps 2980 \
    postSynthSeqShare_pct 38.7 \
    firstDrtPassIters 4 \
    cts_setup_buffers 0 \
    grt_first_pass_wirelength_mm 1.77 \
    wl_per_cell_um 9.31 \
    powerDensity_mw_per_mm2 943 \
    synth_flops 8 \
    dpl_cell_area_um2 653 \
    worstSetupEndpoint "grant_idx[0]$_DFFE_PN0P_" \
    lay_top_cells "clkdlybuf4s50_1, dfrtp_1, inv_1, and2_1, ha_1" \
    slew_viol_final 0 \
    path_cells "inv_1 > ha_1 > mux2_4 > o32ai_1 > o22ai_1 > o211a_1 > a21oi_2" \
    cp-end-kind "flip-flop" \
    peakVddDrop_v 0.000186 \
    syn_area_um2 517 \
    topCellsByArea "dfrtp_1, ha_1, mux2_2, and2_1, o32ai_1" \
    area_growth_syn_to_layout_pct 30.8 \
    clock_latency_ps 250 \
    tns_ps 0 \
    crit_slowest_cell "dfrtp_1" \
    synth.distinct_cells 25 \
    num_vias 385 \
    worstMarginPinSlew_ps 422 \
    edf_count 0 \
    p_leak_nw 0.304 \
    top_cell_area_share_pct 38.7 \
    wl_mm 1.01 \
    grt_antenna_before_repair 0 \
    overflow 0 \
    cts_tree "yes" \
    viasPerCell 3.56 \
    worst-path-stages 7 \
    ctsHoldBuffers 0 \
    avgSynthCellArea_um2 10.1 \
    rr_worst_depth 7 \
    drive_gt1_share_pct 12.9 \
    ff2ff_setup_slack_ps 590 \
    final_common_cell "clkdlybuf4s50_1" \
    fin_crit_ps 2210 \
    critical-path-top-delay-family "AND-OR/OR-AND gates" \
    setup_ws_ps 594 \
    cts-root-buf "clkbuf_4" \
    cp.arrival_ps 2380 \
    period_used_pct 78.8 \
    setup_violations 0 \
    pre_cts_slack_ps 624 \
    cp-startpoint "grant_idx[0]$_DFFE_PN0P_" \
    maxCapViolCount 0 \
    cts.sinks 8 \
    crit_buf_inv 1 \
    grt_max_degree 14 \
    fmax_mhz 453 \
    holdWs_ps 478 \
    clkSlewWorstSetupHoldPaths_ps 50 \
    htree_levels 1 \
    crit_fanout 13 \
    io_buffer_count 9 \
    rows 21 \
    status "finished clean" \
    slew-limit-headroom_pct 71.8 \
    cts_buffers 3 \
]
-- registers in the layout (all words and copies together), names as in the netlist --
name,flops
GNT,4
grant_idx,2
count,2
-- per-layer routing --
layer | wire length, um | GRT usage, % | vias up
met3 | 152 | 2.27 | 0
met4 | 0 | 0.528 | 0
li1 | - | - | 205
met5 | 0 | 0 | -
met1 | 514 | 4.87 | 160
met2 | 340 | 3.53 | 20
-- synth_stat cells, drive strengths merged, types with 2 or more instances --
| cell type | instances |
|---|---|
| dfrtp | 8 |
| a21oi | 4 |
| and2 | 4 |
| ha | 4 |
| inv | 4 |
| mux2 | 4 |
| o21ai | 4 |
| nand2 | 3 |
| nor2 | 2 |
| o32ai | 2 |
-- where the power goes --
| group | internal, mW | leakage, nW | switching, mW |
|---|---|---|---|
| clock | 0.0489 | 0.0138 | 0.0364 |
| sequential | 0.166 | 0.102 | 0.0608 |
| combinational | 0.187 | 0.189 | 0.139 |
| total | 0.402 | 0.304 | 0.236 |
-- worst min-delay path by stage --
| stage | start | to | slack, ps | depth (start not counted) |
|---|---|---|---|---|
| finish | count[0]$_DFF_PN0_ | count[0]$_DFF_PN0_ | 480 | 1 |
| global route | count[1]$_DFF_PN0_ | count[0]$_DFF_PN0_ | 520 | 1 |
| CTS | count[0]$_DFF_PN0_ | count[0]$_DFF_PN0_ | 480 | 1 |
-- per-stage QoR --
stage	utilization (%)	power (mW)
after floorplan	-	0.463
after global placement	19.1	0.542
after detailed placement	19.1	0.555
after CTS	19.8	0.646
after global routing	19.8	0.700
final	19.8	0.637
-- kinds of logic (layout without fill, tap and decap cells) --
group / Yosys count / after routing / synth area share (%)
multiplexers: 5 / 5 / 11.4
AND/OR/NAND/NOR: 14 / 14 / 15.3
AND-OR/OR-AND: 15 / 15 / 19.9
adder cells (fa/ha/maj): 4 / 4 / 9.69
buffers and inverters: 5 / 16 / 5.08
flip-flops: 8 / 8 / 38.7
-- cell type report --
class / count / area (um2) / share of cell area (%)
clock buffers: 3 / 22.5 / 3.33
inverters: 4 / 15.0 / 2.22
multi-input cells: 38 / 290 / 43.0
flip-flops and latches: 8 / 200 / 29.6
well taps: 46 / 57.6 / 8.52
repair buffers: 9 / 90.1 / 13.3
Power and IR drop assume default switching activity.
